[./constraint.sdc]
current_design alarmController

set clk_period 3.9
set clk_io_pct 0.2

create_clock -name clk0 -period $clk_period [get_ports {clk}]

set non_clock_inputs [all_inputs -no_clocks]
set_input_delay [expr $clk_period * $clk_io_pct] -clock clk0 $non_clock_inputs
set_output_delay [expr $clk_period * $clk_io_pct] -clock clk0 [all_outputs]
[./run.sh]
#!/bin/bash
# OpenROAD 26Q1-2900-gdf79404cd8, Yosys 0.63+post, stock flow scripts
make -C /OpenROAD-flow-scripts/flow DESIGN_CONFIG=/design/flow/config.mk WORK_HOME=/design/flow/orfs finish
[./design.v]
module alarmController(input [8:0] timer, input reset, input button, input clk, output [14:0] nextTime);
	reg [1:0] reset_sr;
	reg [1:0] button_sr;
	reg [1:0] currentState;
	reg [1:0] nextState;  
	reg [14:0] outVal_d;   
	always @(posedge clk) begin
		button_sr <= { button_sr[0], button };
		reset_sr <= { reset_sr[0], reset };
		currentState <= nextState;
		nextTime <= outVal_d;
	end
	localparam SET = 2'b00;
	localparam RUN = 2'b01;
	localparam PAUSE = 2'b10;
	localparam BEEP = 2'b11;
	always_comb begin
		case (currentState)
			SET: begin
				outVal_d = timer * 100;
				if(button_sr == 2'b10) begin
					nextState = RUN;
				end else begin
					nextState = SET;
				end
			end
			RUN: begin
				outVal_d = nextTime - 1;
				if(reset_sr == 2'b10) begin
					nextState = SET;
				end else if(button_sr == 2'b10) begin
					nextState = PAUSE;
				end else if(nextTime == 0) begin
					nextState = BEEP;
				end else begin
					nextState = currentState;
				end
			end
			PAUSE: begin
				outVal_d = nextTime;
				if(reset_sr == 2'b10) begin
					nextState = SET;
				end else if(button_sr == 2'b10) begin
					nextState = RUN;
				end else begin
					nextState = currentState;
				end
			end
			BEEP: begin
				outVal_d = 0;
				if(reset_sr == 2'b10) begin
					nextState = SET;
				end else begin
					nextState = currentState;
				end	
			end
			default: begin
				outVal_d = nextTime;
				nextState = currentState;
			end
		endcase
	end
endmodule
[./config.mk]
export PLATFORM = sky130hd
export DESIGN_NAME = alarmController
export DESIGN_NICKNAME = alarmController
export VERILOG_FILES = /design/flow/design.v
export SDC_FILE = /design/flow/constraint.sdc
export NUM_CORES = 4
export LEC_CHECK = 1
export CORE_UTILIZATION = 30
==> impl_metrics.toml <==
# flow metrics
[setup_path]
cp.arrival_ps = 3600
timing.rr.start = "nextTime[0]"
timing.critical_path.fanout_max = 4
timing_worst_setup_path_type = "input port to flip-flop"
crit_path_start_kind = "input port"
worst_path_required_ps = 3910
reg2reg_setup_slack_ps = 1500
r2r-end = "nextTime[10]"
endpoint_kind = "flip-flop"
worst_r2r_path_depth = 7

[sta]
finalSetupViolCount = 0
post-route-worst-setup-slack_ps = 309
fmax_mhz = 278
finalClockPeriodUsage_pct = 92.1
finalHoldViolations = 0
final.setup_skew_ps = 4.54
slew_violations = 0
grt_setup_unrepaired = "false"
tightestPinTransition_ps = 640
worst_hold_slack_ps = 350
final_period_minus_worst_setup_slack_ps = 3590
slew-limit-headroom_pct = 57.2
final.setup.tns_ps = 0

[clock_network]
tritoncts_num_sinks = 21
postCtsHoldBufs = 0
cts_made_buffers = 3
cts.path.max_buffers = 2
cts-htree-levels = 1
cts-root-buf = "sky130_fd_sc_hd__clkbuf_8"
cts_resized = 0
post_cts.repair.setup_buffers = 0
worst_setup_hold_path_clk_slew_ps = 80
cts_tree = "yes"
clk-insertion-delay-late_ps = 260

[logic_synthesis]
synth.cells.most_frequent = "sky130_fd_sc_hd__ha_1, sky130_fd_sc_hd__edfxtp_1, sky130_fd_sc_hd__inv_1, sky130_fd_sc_hd__xnor2_1, sky130_fd_sc_hd__nor2_1"
yosys_most_used_dff = "sky130_fd_sc_hd__edfxtp_1"
yosys.cell_types.count = 37
yosys_reported_design_area_after_synthesis_sq_um = 1760
synthMostInstantiatedCell = "sky130_fd_sc_hd__ha_1"
synth_seq_share_pct = 33.5
ys_cells = 167
yosys_register_bits = 21
yosys_warn_count = 2
synth-async-reset-ratio_pct = 0
library_cell_occupying_the_most_area_in_the_post_synthesis_netlist = "sky130_fd_sc_hd__edfxtp_1"
synth.cell_area_sq_um = 1760
syn_area_per_cell_sq_um = 10.5
synth-edff-count = 17
mapped_cells = 167
synth.top_cell.area_share_pct = 29.0
synthTopCellsByArea = "sky130_fd_sc_hd__edfxtp_1, sky130_fd_sc_hd__ha_1, sky130_fd_sc_hd__xnor2_1"

[detailed_routing]
detail_route.wl_per_cell_microns = 12.7
vias_per_cell = 4.90
detail_route.antenna_diodes = 0
drt_first_pass_iters = 4
wirelength_microns = 3400
detailedRoute.firstIterationViolations = 64
antenna_violating_nets_post_route = 0
remaining_drc_errors = 0
via_count = 1309

[worst_hold_path]
holdPathStages = 0
hold-path-endpoint = "button_sr[1]"
hold_class = "flip-flop to flip-flop"
timing.hold.worst.start = "button_sr[0]"

[finish]
drive_above_1_share_pct = 4.62
finish.instance_area_sq_um = 2150
area_growth_syn_to_layout_pct = 22.1
num-fill-cells = 560
post_layout_nonfiller_instances = 267
post-route-util_pct = 38.6

[global_routing]
first_global_vias = 1206
antenna_violations_before_repair = 0
grt_first_pass_wirelength_microns = 5830
grt_start_max_net_pins = 16
grt-ovfl-total = 0
grt_use_total_pct = 12.2

[place]
numPortBuffers = 26
hpwlAfterDp_microns = 2760
placement.cell_area_sq_um = 2100
place_inst = 263
routabilityCongestion = 0.828
detailedPlace.worstSlack_ps = 1.13

[run_status]
outcome = "finished, final reports clean"

[floorplan]
chip_area_sq_um = 6180
io_pins = 27
fp_util_pct = 31.6
floorplan_die_height_microns = 78.6
die_x_microns = 78.6
design.core.area_sq_um = 5570
number_of_placement_rows = 27

[job]
tool_warnings = 26
max_cap_violations = 0

[power]
max-vdd-ir-drop_v = 0.000213
static_leakage_nw = 0.877
finalPower_mw = 1.34
power_density_nw_per_um2 = 621
==> power by group <==
group          total [mW]  internal (mW)  switching, mW  leakage (nW)
clock network       0.142         0.0711         0.0712        0.0255
registers           0.525          0.396          0.129         0.215
logic               0.669          0.370          0.299         0.636
==> area by class of cell <==
cell class / instances / area, sq um / area share [%]
timing repair buffer: 26 / 260 / 12.1
inverter: 17 / 63.8 / 2.97
sequential: 21 / 591 / 27.5
clock buffer: 3 / 41.3 / 1.92
clock inverter: 1 / 5.00 / 0.233
multi-input combinational: 127 / 1100 / 51.1
tap: 72 / 90.1 / 4.19
==> critical path, stage by stage <==
cell                              delay (ps)
sky130_fd_sc_hd__clkdlybuf4s50_1         470
sky130_fd_sc_hd__ha_1                    330
sky130_fd_sc_hd__ha_1                    280
sky130_fd_sc_hd__inv_1                    50
sky130_fd_sc_hd__fa_1                    500
sky130_fd_sc_hd__inv_1                    40
sky130_fd_sc_hd__ha_1                    330
sky130_fd_sc_hd__o21ai_0                 170
sky130_fd_sc_hd__a21oi_1                 100
sky130_fd_sc_hd__a221oi_1                300
sky130_fd_sc_hd__xnor2_1                 190
sky130_fd_sc_hd__a21oi_1                  90
==> kinds of logic after synthesis <==
kind of cell,synth area share [%]
DFF,33.5
AOI/OAI and AO/OA,13.7
adders and majority gates,26.6
buffers and inverters,4.05
and+or+nand+nor,12.7
xor gates and xnor gates,9.45
==> cells in the final DEF (no fill, tap or decap), drive strengths merged, types with 5 or more instances in the layout <==
master and instances:
a21oi 5, clkdlybuf4s50 26, edfxtp 17, ha 31, inv 16, nand2b 5, nor2 10, o22ai 5
o2bb2ai 5, xnor2 11, xor2 8
==> state kept, by name, indices dropped and copies added, names as in the netlist <==
name,cells
button_sr,2
currentState,2
reset_sr,2
nextTime,15
==> metal layers <==
metal	share of wire (%)	wire [microns]	track usage (%)
met1	51	1720	20.2
met2	43	1450	17.0
met3	6.1	208	2.83
met4	0.62	21	1.30
met5	0	0	0
==> how the worst max path moves through the flow <==
stage         endpoint      from  depth (start not counted)
4_1_cts   nextTime[14]  timer[1]                         11
5_1_grt   nextTime[14]  timer[5]                         12
6_report  nextTime[14]  timer[3]                         12
Power is estimated from default activity; no workload was simulated.
